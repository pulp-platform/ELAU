===== design/flow/config.mk =====
export PLATFORM = sky130hd
export DESIGN_NAME = MulCsvSgn
export DESIGN_NICKNAME = MulCsvSgn
export VERILOG_FILES = /design/flow/design.v
export SDC_FILE = /design/flow/constraint.sdc
export NUM_CORES = 4
export LEC_CHECK = 1
export CORE_UTILIZATION = 50

===== design/flow/constraint.sdc =====
current_design MulCsvSgn

set clk_period 5.4
set clk_io_pct 0.2

create_clock -name clk0 -period $clk_period

set non_clock_inputs [all_inputs -no_clocks]
set_input_delay [expr $clk_period * $clk_io_pct] -clock clk0 $non_clock_inputs
set_output_delay [expr $clk_period * $clk_io_pct] -clock clk0 [all_outputs]

===== design/flow/design.v =====
package lau_pkg;
	function automatic integer log2floor;
		input integer n;
		integer m;
		integer p;
		begin
			m = -1;
			p = 1;
			while (p <= n) begin
				m = m + 1;
				p = p * 2;
			end
			log2floor = m;
		end
	endfunction
	typedef enum logic [1:0] {
		SLOW = 2'b00,
		MEDIUM = 2'b01,
		FAST = 2'b10
	} speed_e;
endpackage
module AddMopCsv #(
	parameter int              width = 8,              
	parameter int              depth = 4,              
	parameter lau_pkg::speed_e speed = lau_pkg::FAST   
) (
	input  logic [(depth*width)-1:0] A,   
	output logic [        width-1:0] S,   
	output logic [        width-1:0] C    
);
	logic [      (depth*width)-1:0] AT;   
	logic [(depth-3)*(width+1)-1:0] CI;   
	logic [              width-1:0] CT;   
	always_comb begin : swizzle
		for (int k = 0; k < depth; k++) begin
			for (int i = 0; i < width; i++) begin
				AT[i*depth+k] = A[k*width+i];
			end
		end
	end
	assign CI[depth-4:0] = 1'b0;
	for (genvar i = 0; i < width; i++) begin : bits
		Cpr #(
			.depth(depth),
			.speed(speed)
		) slice (
			.A (AT[(i+1)*depth -1 : i*depth]),
			.CI(CI[(i+1)*(depth-3) -1 : i*(depth-3)]),
			.S (S[i]),
			.C (CT[i]),
			.CO(CI[(i+2)*(depth-3) -1 : (i+1)*(depth-3)])
		);
	end
	assign C = {CT[width-2:0], 1'b0};
endmodule
module AddMulPPGenSgn #(
	parameter int widthX  = 8,  
	parameter int widthY  = 8,  
	localparam int widthP = widthX+widthY
) (
	input logic [widthX-1:0] XS,   
	input logic [widthX-1:0] XC,
	input logic [widthY-1:0] Y,   
	output logic [(widthX+1)*(widthP)-1:0] PP   
);
	logic [widthX-1:0] M1, M2;   
	logic [widthY+1:0] YT, YBT;   
	assign M1 = XS ^ XC;
	assign M2 = XS & XC;
	assign YT  = { Y[widthY-1],  Y[widthY-1:0], 1'b0};
	assign YBT = {~Y[widthY-1], ~Y[widthY-1:0], 1'b0};
	logic [(widthX+1)*widthP-1:0] ppt;
	always_comb begin
		ppt = 0;
		for (int i = 0; i < widthX-1; i++) begin
			for (int k = 0; k <= widthY; k++) begin
				ppt[i*widthP+i+k] = (M1[i] & YT[k+1]) | (M2[i] & YT[k]);
			end
			for (int k = widthY+1; k <= (widthY+widthX-i-1); k++) begin
				ppt[i*widthP+i+k] = (M1[i] | M2[i]) & YT[widthY];
			end
		end
		for (int k = 0; k <= widthY; k++) begin
			ppt[(widthX-1)*widthP+widthX-1+k] = (M1[widthX-1] & YBT[k+1]) | (M2[widthX-1] & YBT[k]);
		end
		ppt[widthX*widthP+widthX-1] = M1[widthX-1];
		ppt[widthX*widthP+widthX  ] = M2[widthX-1];
		PP = ppt;
	end
endmodule
module Cpr #(
	parameter int              depth = 4,              
	parameter lau_pkg::speed_e speed = lau_pkg::FAST   
) (
	input  logic [depth-1:0] A,    
	input  logic [depth-4:0] CI,   
	output logic             S,    
	output logic             C,    
	output logic [depth-4:0] CO    
);
	logic [depth+2*(depth-2)-1:0] F;   
	logic [            depth-3:0] CIT, COT;   
	assign F[depth-1:0] = A;
	assign CIT[depth-3:0] = {1'b0, CI[depth-4:0]};
	if (speed == lau_pkg::SLOW) begin : slowCpr
		FullAdder fa0 (
			.A (F[0]),
			.B (F[1]),
			.CI(F[2]),
			.S (F[depth]),
			.CO(COT[0])
		);
		for (genvar i = 1; i < depth-2; i++) begin : linear
			FullAdder fa (
				.A (F[i+2]),
				.B (CIT[i-1]),
				.CI(F[depth+(i-1)*2]),
				.S (F[depth+i*2]),
				.CO(COT[i])
			);
		end
	end   
	else begin : fastCpr
		for (genvar i = 0; i < depth-2; i++) begin : tree
			FullAdder fa (
				.A (F[i*3]),
				.B (F[i*3+1]),
				.CI(F[i*3+2]),
				.S (F[depth+i*2]),
				.CO(COT[i])
			);
			assign F[depth+i*2+1] = CIT[i];
		end
	end
	assign CO = COT[depth-4:0];
	assign S  = F[3*depth-6];
	assign C  = COT[depth-3];
endmodule
module FullAdder (
	input  logic A,
	input  logic B,
	input  logic CI,   
	output logic S,
	output logic CO   
);
	logic [1:0] Auns, Buns, CIuns, Suns;   
	assign Auns  = {1'b0, A};
	assign Buns  = {1'b0, B};
	assign CIuns = {1'b0, CI};
	assign Suns = Auns + Buns + CIuns;
	assign {CO, S} = Suns;
endmodule
module behavioural_FullAdder (
	input  logic A,
	input  logic B,
	input  logic CI,   
	output logic S,
	output logic CO   
);
	assign {CO, S} = A + B + CI;
endmodule
module MulCsvSgn #(
	parameter int              widthX = 8,              
	parameter int              widthY = 8,              
	parameter lau_pkg::speed_e speed  = lau_pkg::FAST   
) (
	input  logic [widthX-1:0] XS,  
	input  logic [widthX-1:0] XC,  
	input  logic [widthY-1:0] Y,   
	output logic [widthX+widthY-1:0] PS,  
	output logic [widthX+widthY-1:0] PC   
);
	logic [(widthX+1)*(widthX+widthY)-1:0] PP;   
	AddMulPPGenSgn #(widthX, widthY) ppGen (
		.XS(XS),
		.XC(XC),
		.Y (Y),
		.PP(PP)
	);
	AddMopCsv #(widthX+widthY, widthX+1, speed) csvAdd (
		.A (PP),
		.S (PS),
		.C (PC)
	);
endmodule

===== design/flow/run.sh =====
#!/bin/bash
# OpenROAD 26Q1-2900-gdf79404cd8, Yosys 0.63+post, stock flow scripts
make -C /OpenROAD-flow-scripts/flow DESIGN_CONFIG=/design/flow/config.mk WORK_HOME=/design/flow/orfs finish

==> results_slide.txt <==
Synthesis and Place & Route Summary

Synth
  – Synth warnings: 2
  – Synthesized area: 0.002869 mm²
  – Syn_area_per_cell: 9.108 µm²
  – Synth cell types: 23
  – Mapped Cells: 315
  – Yosys cell count: 315
  – Register share after synthesis: 0%
  – Yosys stat area: 0.002869 mm²

Hold path
  – Hold_sp: Y[7]
  – Worst hold endpoint: PS[15]
  – Hold path cells: 5
  – Hold Path Class: input pin to output port

Finish
  – Fraction of layout cells with a size suffix above 1: 46.79%
  – Filler instances: 371
  – Flop Count: 0
  – Sequential cell area: 0 µm²
  – Clock Buffer Count: 0
  – Post-route design area: 0.004185 mm²
  – Finished Core Util: 76.01%
  – Area grow syn2layout: 45.88%

Timing
  – Fmax: 0.1883 GHz
  – Final max-slew violation count: 0
  – Final Setup Violations: 0
  – PnR worst setup slack: 90.43 ps
  – Hold slack: 2977 ps
  – Min Tclk post-route: 5310 ps
  – Final Hold Viols: 0
  – Crit share post-route: 98.33%
  – TNS Setup: 0 ps

Drt
  – DRT antenna net count: 0
  – Via count: 2,354
  – WL/cell: 15.40 µm
  – Starting DRT DRC Count: 67
  – Post-route DRC: 0
  – Antenna Cells: 0
  – DRT Pass-1 Iters: 4
  – Routed WL: 7.100 mm
  – Via-per-instance ratio: 5.106

Power
  – Comb power frac: 100.0%
  – Sw frac: 37.61%
  – Peak VDD IR: 0.2308 mV
  – Leakage: 2.060 nW
  – Power per cell area: 283.3 mW/mm²
  – Psw: 0.0004460 W
  – Part of the power in registers: 0%
  – Internal power: 0.0007399 W
  – Clock Power Share: 0%

Placement
  – Buffers added on ports: 51
  – Post-detail-place hpwl: 5.185 mm
  – Post-DP Area: 0.003537 mm²
  – Final Wtd Congestion: 0.9047
  – Post-Place Setup Slack: -596.9 ps

Setup path
  – Crit Path Category: input pin to output port
  – Crit path max fanout: 7
  – CP endpoint kind: output port
  – Crit path required time: 4320 ps
  – Most common cell on crit path: fa_1
  – Slowest stage cell, crit path: fa_1
  – CP startpoint kind: input pin
  – Crit-path max cell delay: 550 ps
  – WP data arrival: 4230 ps
  – Cell chain of the critical path: buf_4 > buf_8 > buf_8 > buf_12 > a22oi_2 > fa_1 > fa_1 > fa_1 > fa_1 > inv_1 > clkdlybuf4s50_1

Floorplanning
  – Die Y: 77.75 µm
  – Chip area: 0.006045 mm²
  – Std-Cell Rows: 27
  – Pre-Place Util: 52.10%
  – I/O Pins: 56
  – Die width: 77.75 µm
  – CORE AREA: 0.005507 mm²

Global routing
  – First-pass GRT wire length: 12.05 mm
  – GR Util All Layers: 27.39%
  – Initial antenna violation count: 0
  – Total gr overflow: 0
  – Largest net degree at the start of global routing: 12
  – Number of global-route vias before repair: 2,568

Job
  – Count of tool warnings: 39
  – Max-capacitance violation count: 0

Outcome
  – Status: completed
==> worst max path at each step <==
stage | from | end | slack (ps)
after CTS | Y[5] | PS[9] | 4
after global routing | XS[6] | PS[7] | -10
final | Y[7] | PS[7] | 90
==> cells in the mapped netlist <==
cell	count	share of area (%)
clkbuf_1	22	2.9
buf_4	32	8.4
nor3_1	1	0.17
o21a_1	4	1.0
a22o_1	20	6.1
xnor2_1	3	0.92
inv_1	77	10
nand2b_1	5	1.1
fa_1	59	41
xnor2_2	1	0.57
o22a_1	1	0.31
a21oi_1	1	0.17
ha_1	31	14
nor2b_1	2	0.44
xnor3_1	1	0.78
buf_2	7	1.2
o22ai_1	6	1.3
o21ai_0	3	0.52
a22oi_1	29	7.6
conb_1	1	0.13
nand2_1	2	0.26
clkinv_1	2	0.26
and2_1	5	1.1
==> metal layers <==
metal  track usage [%]  vias to the layer above  wire, µm
met5                 0                        -         0
met1             40.06                     1137      3104
met2             42.30                       96      3133
met3             8.483                       17       635
li1                  -                     1104         -
met4             6.038                        0       227
==> cells by family (layout without fill, tap and decap cells) <==
group,Yosys count,in the layout,synth area share [%]
AND-OR/OR-AND,64,64,17.05
XOR/XNOR,5,5,2.268
adder cells (fa/ha/maj),90,90,54.69
buffers and inverters,140,210,22.81
other,1,5,0.1307
AND/OR/NAND/NOR,15,15,3.053
==> final cells by class <==
| class | count | area [µm²] | area share, % |
|---|---|---|---|
| Inverter | 79 | 310.3 | 7.414 |
| Timing Repair Buffer | 131 | 1205 | 28.79 |
| Tap cell | 72 | 90.09 | 2.152 |
| Multi-Input combinational cell | 179 | 2580 | 61.64 |
==> power groups by stage <==
stage / Clock, W / Combinational (W) / Sequential [W]
global route: 0 / 0.00138 / 0
CTS: 0 / 0.00120 / 0
finish: 0 / 0.00119 / 0
==> what timing repair did <==
action | in CTS | in global routing
gates resized | 185 | 44
cloned | 2 | 0
pin swaps | 60 | 24
setup endpoints to repair | 23 | 9
hold buffers | 0 | 0
setup buffers | 21 | 4
==> critical path: cells and delay by family <==
family                   cells  cell delay (ps)
buffers and inverters        6             1030
AND-OR/OR-AND                1              170
adder cells (fa/ha/maj)      4             1960
==> through the flow <==
| stage | cells | total power (W) |
|---|---|---|
| after floorplan | 319 | 0.0008395 |
| after global placement | 434 | 0.001153 |
| after detailed placement | 434 | 0.001157 |
| after CTS | 457 | 0.001200 |
| after global routing | 461 | 0.001378 |
| final | 461 | 0.001186 |
==> placed cells by master, fill, tap and decap left out, types with 14 or more instances in the layout <==
cell type,n
a22o_1,20
buf_6,22
buf_4,65
inv_2,24
clkdlybuf4s50_1,21
ha_1,16
fa_1,49
inv_1,50
ha_4,14
a22oi_2,19
No activity file was given, so power comes from the tool's default toggle rates.
